===== flow/design.v =====
`timescale 1ns / 1ps
module Primermaquina(
	input wire P_H,A_H,G,clk,rst,
	output reg L_AH,L_PH,L_G,
	output reg [10:0] sseg
);
localparam[2:0] S0 = 3'b000, S1 = 3'b001, S2 = 3'b010, S3 =3'b011, S4 = 3'b100, S5 = 3'b101;
localparam[1:0] L0 = 2'b00, L1 = 2'b01, L2 = 2'b10, L3 = 2'b11;
reg[1:0] sel,sel_next;
reg[2:0] est_actual, est_siguiente;
always @(posedge clk, posedge rst)
	if(rst)
begin	
	est_actual <= S0;
	sel <= L0;
end
	else
begin
	est_actual <= est_siguiente;
	sel <= sel_next;
end
always @*	
begin
	sseg = 0;
	sel_next = sel;
	est_siguiente = est_actual;
	L_AH = 0;
	L_PH = 0;
	L_G = 0;
			case(est_actual)
				S0: 
					begin
						if (A_H && !P_H && !G) 
							est_siguiente = S1;
						else if(A_H && P_H && !G)
							est_siguiente = S2;
						else if(G && !A_H && !P_H)
							est_siguiente = S3;
						else if(G && A_H && !P_H)
							est_siguiente = S4;
						else if(G && A_H && P_H)
							est_siguiente = S5;
						else
							begin
							est_siguiente = S0;			
							L_AH = 0;
							L_PH = 0;
							L_G = 0;
								case(sel)
								L0:
								begin
								sseg  = 11'b00100101110;  	 
								sel_next = L1;
								end
								L1:
								begin
								sseg  = 11'b11111111101;  	 
								sel_next = L2;
								end
								L2:
								begin
								sseg  = 11'b11111111011;	 
								sel_next = L3;
								end
								L3:
								begin
								sseg  = 11'b10000000111;   
								sel_next = L0;
								end
							endcase
						end
					end
				S1:
					begin
						if (A_H && P_H && !G) 
							est_siguiente = S2;
						else if(!G && !A_H && !P_H)
							est_siguiente = S0;
						else if(G && !A_H && !P_H)
							est_siguiente = S3;
						else if(G && A_H && !P_H)
							est_siguiente = S4;
						else if(G && A_H && P_H)
							est_siguiente = S5;
						else
							begin
							est_siguiente = S1;
								L_AH = 1;
								L_PH = 0;
								L_G = 0;
								case(sel)
								L0:
								begin
								sseg  = 11'b00100101110;  	 
								sel_next = L1;
								end
								L1:
								begin
								sseg  = 11'b11111111101;  	 
							   sel_next = L2;
								end
								L2:
								begin
								sseg  = 11'b11111111011;	 
								sel_next = L3;
								end
								L3:
								begin
								sseg  = 11'b11110010111;   
								sel_next = L0;
								end
							endcase
						end
					end
				S2:		
					begin
						if (G && !A_H && !P_H) 
							est_siguiente = S3;
						else if(!G && !A_H && !P_H)
							est_siguiente = S0;
						else if(A_H && !P_H && !G) 
							est_siguiente = S1;
						else if(G && A_H && !P_H)
							est_siguiente = S4;
						else if(G && A_H && P_H)
							est_siguiente = S5;
						else
							begin
							est_siguiente = S2;
								L_AH = 1;
								L_PH = 1;
								L_G = 0;
								case(sel)
								L0:
								begin
								sseg  = 11'b00100101110;  	 
								sel_next = L1;
								end
								L1:
								begin
								sseg  = 11'b11111111101;  	 
								sel_next = L2;
								end
								L2:
								begin
								sseg  = 11'b11111111011;	 
								sel_next = L3;
								end
								L3:
								begin
								sseg  = 11'b01001000111;	 
								sel_next = L0;
								end
							endcase
						end
					end
				S3:
					begin
						if (G && A_H && !P_H) 
							est_siguiente = S4;
						else if(!G && !A_H && !P_H)
							est_siguiente = S0;
						else if(A_H && !P_H && !G) 
							est_siguiente = S1;
						else if(A_H && P_H && !G) 
							est_siguiente = S2;
						else if(G && A_H && P_H)
							est_siguiente = S5;
						else
							begin
							est_siguiente = S3;
								L_AH = 0;
								L_PH = 0;
								L_G = 1;
								case(sel)
								L0:
								begin
								sseg  = 11'b00100101110;  	 
								sel_next = L1;
								end
								L1:
								begin
								sseg  = 11'b11111111101;  	 
								sel_next = L2;
								end
								L2:
								begin
								sseg  = 11'b11111111011;	 
								sel_next = L3;
								end
								L3:
								begin
								sseg  = 11'b01100000111;	 
								sel_next = L0;
								end
							endcase
						end
					end
				S4:
					begin
						if (G && A_H && P_H) 
							est_siguiente = S5;
						else if(!G && !A_H && !P_H)
							est_siguiente = S0;
						else if(A_H && !P_H && !G) 
							est_siguiente = S1;
						else if(A_H && P_H && !G) 
							est_siguiente = S2;
						else if(G && !A_H && !P_H)
							est_siguiente = S3;
						else
							begin
							est_siguiente = S4;
								L_AH = 1;
								L_PH = 0;
								L_G = 1;
								case(sel)
								L0:
								begin
								sseg  = 11'b00100101110;  	 
								sel_next = L1;
								end
								L1:
								begin
								sseg  = 11'b11111111101;  	 
								sel_next = L2;
								end
								L2:
								begin
								sseg  = 11'b11111111011;	 
								sel_next = L3;
								end
								L3:
								begin
								sseg  = 11'b00110010111;	 
								sel_next = L0;
								end
							endcase
						end
					end
				S5:
					begin
						if (A_H && !P_H && !G) 
							est_siguiente = S1;
						else if(!G && !A_H && !P_H)
							est_siguiente = S0;
						else if(A_H && P_H && !G) 
							est_siguiente = S2;
						else if(G && !A_H && !P_H)
							est_siguiente = S3;
						else if(G && A_H && !P_H)
							est_siguiente = S4;
						else
							begin
							est_siguiente = S5;
								L_AH = 1;
								L_PH = 1;
								L_G = 1;
								case(sel)
								L0:
								begin
								sseg  = 11'b00100101110;  	 
								sel_next = L1;
								end
								L1:
								begin
								sseg  = 11'b11111111101;  	 
								sel_next = L2;
								end
								L2:
								begin
								sseg  = 11'b11111111011;	 
								sel_next = L3;
								end
								L3:
								begin
								sseg  = 11'b00100100111;	 
								sel_next = L0;
								end
							endcase
						end
					end
		endcase
		end
endmodule

===== flow/run.sh =====
#!/bin/bash
# OpenROAD 26Q1-2900-gdf79404cd8, Yosys 0.63+post, stock flow scripts
make -C /OpenROAD-flow-scripts/flow DESIGN_CONFIG=/design/flow/config.mk WORK_HOME=/design/flow/orfs finish

===== flow/config.mk =====
export PLATFORM = sky130hd
export DESIGN_NAME = Primermaquina
export DESIGN_NICKNAME = Primermaquina
export VERILOG_FILES = /design/flow/design.v
export SDC_FILE = /design/flow/constraint.sdc
export NUM_CORES = 4
export LEC_CHECK = 1
export CORE_AREA = 10 10 81 81
export DIE_AREA = 0 0 91 91

===== flow/constraint.sdc =====
current_design Primermaquina

set clk_period 2.3
set clk_io_pct 0.2

create_clock -name clk0 -period $clk_period [get_ports {clk}]

set non_clock_inputs [all_inputs -no_clocks]
set_input_delay [expr $clk_period * $clk_io_pct] -clock clk0 $non_clock_inputs
set_output_delay [expr $clk_period * $clk_io_pct] -clock clk0 [all_outputs]

==> impl_metrics.ini <==
; flow metrics
[pwr]
switching_share_pct = 33.53
vdd_ir_drop_max_v = 0.0002203
combPwrFrac_pct = 49.7
power.leakage_nw = 0.8197
p_per_area_nw_per_um2 = 513.7
internal-power_uw = 554.9
seqPwrFrac_pct = 25.1
p_sw_uw = 280.0
power.share.clock_pct = 25.2

[drt]
drtIter0Drc = 132
n_antenna_cell = 0
vias = 1164
avgViaCountPerCell = 4.694
drtAntennaViolNets = 0
drt_pass1_iterations = 4
wl_microns = 3376
post_drt_wl_per_cell_microns = 13.61
drc = 0

[flow_run]
warnings = 27
drv_cap = 0

[placed_design]
pre_cts_slack_ns = -0.6846
place_hpwl_microns = 2296
dp_cells = 226
numPortBuffers = 18
place_congestion = 0.9974
place_area_sq_um = 1365

[critical_path]
reg2reg_setup_slack_ns = 0.37
crit_arrival_ns = 1.86
worst_setup_path_end_kind = output pin
cp.required_ns = 1.84
r2r_cells = 7
path_class = reg2out
worstPathMaxFanout = 2
startpoint_type = register
reg2reg_to = sel[1]$_DFF_PP0_
r2r_start = est_actual[0]$_DFF_PP1_

[logic_synthesis]
ys_sh_simple_pct = 18.80
numSynthFlops = 10
syn-cell-area_sq_um = 938.4
ys_seq_share_pct = 26.93
synth-edff-count = 0
avgSynthCellArea_sq_um = 7.886
adder_share_pct = 0
xor_area_share_pct = 0
topCombFamilyByArea = AND-OR/OR-AND gates
flop_cell = dfrtp_1
syn_inst = 119
async_flop_share_pct = 100.0
mux_share_pct = 2.133
ys_cells = 119
ys_warn_count = 1
ys_chip_area_sq_um = 938.4
synthAoiAreaFrac_pct = 41.47
ys_types = 42

[floorplanning]
coreArea_sq_um = 4817
die_area_sq_um = 8281
die_w_microns = 91
pin_count = 19
fp.dieH_microns = 91
initial_core_util_pct = 19.48
rows = 25

[final_timing]
drv_slew = 0
max_freq_ghz = 0.4307
finalHoldViolCount = 0
layout_min_cycle_time_ns = 2.322
setup_viol = 3
skew_ns = 0.001354
setup_ws_ns = -0.02170
rsz0062_at_grt = yes
relSlewSlack_pct = 73.14
worst_pin_slew_ns = 0.4025
setup_tns_ns = -0.04835
finalClockPeriodUsage_pct = 100.9

[global_route]
grt.overflow.total = 0
grt.total_usage_pct = 7.347
grt_pass1_wl_microns = 5237
antenna_found_initial = 0
first_global_vias = 1096
grt_max_degree = 11

[run_status]
violations = setup timing
status = complete, but fails checks

[final_layout]
area_growth_pct = 73.20
instances_no_fill = 248
utilization_pct = 33.74
drive_gt1_share_pct = 49.17
final_cell_area_sq_um = 1625
fillers = 501

[cts]
clk_pin_slew_ns = 0.04
clockBufferDepth = 2
ctsRootBufferMaster = clkbuf_8
worstSkewPairLatency_ns = 0.23
htreeDepth = 1
cts_buffers = 3
cts.sinks = 10
cts_tree = done
hold_buffers = 0

[hold_path]
hp-class = in2async
[power groups by stage]
| stage | sequential (mW) | combinational, mW | clock [mW] |
|---|---|---|---|
| final | 0.210 | 0.415 | 0.210 |
| after CTS | 0.208 | 0.366 | 0.214 |
| after global routing | 0.212 | 0.447 | 0.230 |
[routing by layer]
metal	global-route usage (%)	share of wire (%)
met5	0	0
met4	1.305	1.4
met3	2.158	7.3
met2	10.50	41
met1	10.79	51
[synth_stat cells (all sizes together) (3+ instances only)]
cell type | count | area share [%]
a21o | 4 | 3.2
a21oi | 7 | 4.1
a22o | 4 | 3.7
buf | 9 | 7.9
dfrtp | 8 | 21
inv | 6 | 2.4
nand2 | 7 | 3.1
nand2b | 3 | 2.0
nor2 | 15 | 6.0
nor3 | 4 | 2.7
o21ai | 14 | 7.5
[flip-flops by register name (all words and copies together), names as in the netlist]
register / cells
est_actual: 6
sel: 4
[area by class of cell]
type                       instances  area [sq um]  area share (%)
clock buffer                       4         55.05           3.387
timing repair buffer              68         534.3           32.87
sequential                        10         252.7           15.55
inverter                           6         30.03           1.848
multi-input combinational         93         669.4           41.19
tap                               67         83.83           5.158
[how the worst max path moves through the flow]
stage	from	endpoint	cells after the start
CTS	est_actual[0]$_DFF_PP1_	sseg[8]	8
global route	est_actual[0]$_DFF_PP1_	sseg[7]	8
finish	est_actual[0]$_DFF_PP1_	sseg[4]	8
[critical path, cell delays in order, from the launching register on]
cell      delay, ns
dfstp_2        0.54
inv_2          0.03
a222oi_1       0.36
buf_4          0.20
nor3_4         0.05
a21oi_2        0.15
buf_4          0.12
a21o_1         0.09
buf_2          0.09
[through the flow]
step / hold WS [ns] / power (mW)
3_5_place_dp: 0.5531 / 0.5530
2_1_floorplan: 0.2987 / 0.3901
3_3_place_gp: 0.5499 / 0.5564
4_1_cts: 0.5312 / 0.7874
5_1_grt: 0.5507 / 0.8887
6_report: 0.5102 / 0.8349
[placed cells by master, fill, tap and decap left out, types with 2 or more instances in the layout]
cell,n
o31ai_1,2
clkbuf_2,7
o21ai_2,2
a222oi_1,2
nor2b_4,2
and2_1,2
a21oi_1,3
nand2b_1,3
dfstp_2,2
clkbuf_8,4
clkdlybuf4s50_1,2
a22oi_2,2
inv_1,3
dfrtp_1,8
a31oi_1,2
or2_4,2
nand3_1,2
a21oi_2,4
buf_6,8
a21o_1,4
buf_2,4
a2bb2oi_1,2
o21ai_1,4
nand2_1,6
dlymetal6s2s_1,2
buf_4,42
dlygate4sd2_1,2
o21ai_0,8
a211oi_1,2
nor3_1,2
a22o_1,4
nor2_1,15
mux2i_1,2
[kinds of logic (layout without fill, tap and decap cells)]
kind of cell / after synthesis / count (layout)
AOI/OAI and AO/OA: 54 / 54
buffers and inverters: 16 / 78
DFF: 10 / 10
muxes: 2 / 2
and+or+nand+nor: 37 / 37
[timing repair]
action | in CTS | in global routing
endpoints found under the setup margin | 14 | 13
resized | 50 | 28
cloned | 0 | 0
buffers inserted | 7 | 11
endpoints found under the hold margin | 0 | 0
pin swaps | 12 | 6
No activity file was given, so power comes from the tool's default toggle rates.
